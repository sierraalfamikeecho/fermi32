==> run.sh <==
#!/bin/bash
# OpenROAD 26Q1-2900-gdf79404cd8, Yosys 0.63+post, stock flow scripts
make -C /OpenROAD-flow-scripts/flow DESIGN_CONFIG=/design/flow/config.mk WORK_HOME=/design/flow/orfs finish
==> config.mk <==
export PLATFORM = sky130hd
export DESIGN_NAME = alu
export DESIGN_NICKNAME = alu
export VERILOG_FILES = /design/flow/design.v
export SDC_FILE = /design/flow/constraint.sdc
export NUM_CORES = 4
export LEC_CHECK = 1
export CORE_UTILIZATION = 40
==> design.v <==
`timescale 1ns / 1ps
package fermi32_pkg;
  typedef enum logic [6:0] {
    OPCODE_R_TYPE       = 7'b0110011,
    OPCODE_I_TYPE_ALU   = 7'b0010011,
    OPCODE_I_TYPE_LOAD  = 7'b0000011,
    OPCODE_S_TYPE       = 7'b0100011,
    OPCODE_B_TYPE       = 7'b1100011,
    OPCODE_U_TYPE_LUI   = 7'b0110111,
    OPCODE_U_TYPE_AUIPC = 7'b0010111,
    OPCODE_J_TYPE       = 7'b1101111,
    OPCODE_J_TYPE_JALR  = 7'b1100111
  } opcode_t;
  typedef enum logic [1:0] {
    ALU_OP_LOAD_STORE = 2'b00,
    ALU_OP_BRANCHES   = 2'b01,
    ALU_OP_MATH       = 2'b10
  } alu_op_t;
  typedef enum logic [2:0] {
    F3_SUM_DIF = 3'b000,
    F3_SLL     = 3'b001,
    F3_SLT     = 3'b010,
    F3_SLTU    = 3'b011,
    F3_XOR     = 3'b100,
    F3_SRL_SRA = 3'b101,
    F3_OR      = 3'b110,
    F3_AND     = 3'b111
  } funct3_t;
  typedef enum logic [2:0] {
    F3_BEQ  = 3'b000,
    F3_BNE  = 3'b001,
    F3_BLT  = 3'b100,
    F3_BGE  = 3'b101,
    F3_BLTU = 3'b110,
    F3_BGEU = 3'b111
  } branch_funct3_t;
  typedef enum logic [2:0] {
    F3_WORD = 3'b010,
    F3_BYTE = 3'b000,
    F3_BYTE_U = 3'b100,
    F3_HALFWORD = 3'b001,
    F3_HALFWORD_U = 3'b101
  } load_store_funct3_t;
  typedef enum logic [6:0] {
    F7_SLL_SRL = 7'b0000000,
    F7_SRA = 7'b0100000
  } shifts_f7_t;
  typedef enum logic [6:0] {
    F7_ADD = 7'b0000000,
    F7_DIF = 7'b0100000
  } rtype_f7_t;
  typedef enum logic [3:0] {
    ALU_SUM  = 4'b0000,
    ALU_SUB  = 4'b0001,
    ALU_AND  = 4'b0010,
    ALU_OR   = 4'b0011,
    ALU_SLL  = 4'b0100,
    ALU_SLT  = 4'b0101,
    ALU_SRL  = 4'b0110,
    ALU_SLTU = 4'b0111,
    ALU_XOR  = 4'b1000,
    ALU_SRA  = 4'b1001
  } alu_control_t;
  typedef struct packed {
    logic [31:0] data;
    logic valid;
  } write_back_t;
endpackage
`timescale 1ns / 1ps
module alu (
    input logic [WIDTH-1:0] opA,
    input logic [WIDTH-1:0] opB,
    input logic [3:0] opcode,
    output logic [WIDTH-1:0] result,
    output logic zero,
    output logic last_bit
);
  parameter WIDTH = 32;
  always @(*) begin
    case (opcode)
      4'b0000: result = opA + opB;   
      4'b0001: result = opA - opB;   
      4'b0010: result = opA & opB;   
      4'b0011: result = opA | opB;   
      4'b0100: result = opA ^ opB;   
      4'b0101: result = opA >> opB;   
      4'b0111: result = opA << opB;   
      default: result = 0;
    endcase
  end
  assign zero   = (result == 0);
  assign result = result;
  assign last_bit = result[0];
endmodule
==> constraint.sdc <==
current_design alu

set clk_period 29.1
set clk_io_pct 0.2

create_clock -name clk0 -period $clk_period

set non_clock_inputs [all_inputs -no_clocks]
set_input_delay [expr $clk_period * $clk_io_pct] -clock clk0 $non_clock_inputs
set_output_delay [expr $clk_period * $clk_io_pct] -clock clk0 [all_outputs]
==> impl_metrics.toml <==
# flow metrics
[synth]
ys_types = 86
fa_ha_area_share_pct = 14.5
yosysSeqAreaShare_pct = 0
simple_gate_area_share_pct = 22.0
ys_warn_count = 2
logic_family = "AND-OR/OR-AND gates"
ys_sh_aoi_pct = 28.4
top_cells_by_area = "ha_1 (14%), mux2i_1 (8.7%), mux4_2 (8.6%)"
top_cell_area_share_pct = 14.3
top_area_cell = "ha_1"
yosys_cells = 1176
ys_area_um2 = 8410
synthXorXnorAreaFrac_pct = 4.79
synthCells = 1176
netlist_area_um2 = 8410
avgSynthCellArea_um2 = 7.15
mux_area_share_pct = 22.1

[clocking]
post-cts-setup-buffers = 0
cts_resized = 0
postCtsHoldBufs = 0

[global_routing]
grt_pass1_wl_um = 57500
grt_pass1_vias = 8959
grtUsageTotal_pct = 35.4
gr-total-overflow = 0
grt_max_degree = 65
antenna_found_initial = 0

[critical_path]
endpoint_kind = "output port"
cp_num_buf_inv = 2
crit_chain = "clkdlybuf4s50_1, nor3_2, nand2_1, o21ai_0, xnor2_1, ha_1, a21oi_1, nand2_1, o21ai_2, or3_1, a21oi_1, or4b_1, or4_1, or4_1, nor4_1, nand2_1, nor3_2, clkdlybuf4s50_1"
path_max_fanout = 18
crit_top_cell = "nand2_1"
required_ns = 23.28
path_depth = 18
arrival_ns = 12.31
crit_end = "zero"
cp-startpoint = "opcode[3]"
cp_slowest_cell = "nor3_2"
criticalPathCategory = "input pin to output port"
worstSetupStartpointType = "input pin"
cp_top_family = "simple AND/OR/NAND/NOR gates"
critical_path.max_stage_delay_ns = 0.66

[detailed_routing]
insertedDiodeCount = 0
first_iter_violations = 1050
wl_um = 37900
vias_per_cell = 6.69
firstDrtPassIters = 6
route.detailed.drc = 0
vias = 9885
drt-wirelength-per-cell_um = 25.7
ant_nets = 0

[final_timing]
worstMarginPinSlew_ns = 0.877
drv_slew = 0
fin_tns_setup_ns = 0
fin_crit_sh_pct = 62.3
setup_viol = 0
grt_setup_unrepaired = "no"
hold_viol = 0
max_freq_ghz = 0.0552
period_needed_ns = 18.13
maxSlewHeadroom_pct = 41.4

[power_and_ir_drop]
p_leak_nw = 3.86
vdd_drop_max_v = 0.00000792
pwr-share-comb_pct = 100.0
p_per_area_nw_per_um2 = 19.2
pwr-share-clk_pct = 0
switchingPower_mw = 0.108
p_sw_share_pct = 59.1
seqPwrFrac_pct = 0
internal-power_mw = 0.0744

[die]
ioPinCount = 102
floorplan.core_util_pct = 41.2
dieHeight_um = 147
core_um2 = 20400
die_w_um = 147
rows = 52
chipArea_um2 = 21600

[layout]
nClkBuffers = 0
flops = 0
flop_area_um2 = 0
area_delta_synth_final_pct = 12.9
utilization_pct = 46.5
drive_above_1_share_pct = 8.53

[hold_path]
hp-class = "input pin to output port"
hold_depth = 6

[placed_design]
port_buffers = 102
gp_congestion = 1.05
dpl.hpwl_um = 29600

[outcome]
outcome = "finished, final reports clean"

[run]
cap_violations = 0
warning_count = 65
## cells by family after synthesis
logic type               after synthesis
AND/OR/NAND/NOR                      375
AND-OR/OR-AND                        355
buffers and inverters                163
multiplexers                         140
adder cells (fa/ha/maj)               97
XOR/XNOR                              46
## metrics by stage
stage	power (mW)	setup WS, ns	cell area (um^2)	cells	hold WS [ns]
CTS	0.178	11.08	9500	1477	12.79
detailed placement	0.177	11.11	9500	1477	12.79
global route	0.196	10.56	9500	1477	12.86
global placement	0.178	11.10	9500	1477	12.79
finish	0.182	10.97	9500	1477	12.80
floorplan	0.113	12.49	8410	1176	11.86
## final cells by class
class | count | area [um^2]
Fill cell | 2142 | 10900
Multi-Input combinational cell | 1013 | 7740
Timing Repair Buffer | 121 | 1150
Tap cell | 270 | 338
Inverter | 73 | 274
## placed cells by master (no fill, tap or decap), types with 6 or more instances in the layout
cell type	synthesis	routed
nor2b_1	10	10
o211ai_1	24	24
mux2i_1	73	73
xor2_1	6	6
a21oi_1	73	73
nand2b_1	14	14
clkdlybuf4s50_1	0	98
nand2_1	112	112
mux2_1	8	8
o31ai_1	10	10
nor3b_1	6	6
and2_1	7	7
nand3_1	28	28
buf_4	7	21
xnor2_1	40	40
mux2_2	24	24
inv_1	69	69
ha_1	96	96
and3_1	15	15
mux4_2	32	32
nor2_1	88	88
nand4_1	10	10
a31oi_1	23	23
o21ai_0	77	77
a22oi_1	21	21
o21a_1	9	9
nor4_1	14	14
o22ai_1	9	9
a21o_1	8	8
nor3_1	26	25
a221oi_1	12	12
or4_1	12	12
o221ai_1	9	9
or3_1	9	9
a211oi_1	12	12
o41ai_1	6	6
## tightest hold or removal path, cell delays in order
cell	delay (ns)
buf_2	0.21
ha_1	0.18
a21oi_1	0.06
o211ai_1	0.09
a31o_2	0.15
clkdlybuf4s50_1	0.47
## how the worst min path moves through the flow
stage / start / to / slack [ns]
5_1_grt: opB[0] / result[2] / 12.86
4_1_cts: opB[0] / result[2] / 12.79
6_report: opB[0] / last_bit / 12.80
## routing by layer
metal  global-route usage, %  wire length (um)
met5                       0                 0
met4                    7.11               983
met3                    6.05              3860
met2                    52.5             16300
met1                    54.1             16800
## cell usage after synthesis, drive strengths merged (14+ instances only)
cell type,instances
mux2i,73
o211ai,24
nand3,29
nand2,112
ha,96
inv,72
o21ai,79
clkbuf,53
nand2b,14
nor2,89
nor3,27
mux4,32
a22oi,21
a31oi,23
mux2,35
xnor2,40
and3,15
a21oi,73
buf,37
nor4,14
## power groups by stage
| stage | Sequential (mW) | Combinational [mW] | Clock [mW] |
|---|---|---|---|
| after global routing | 0 | 0.196 | 0 |
| after CTS | 0 | 0.178 | 0 |
| final | 0 | 0.182 | 0 |
Power figures rest on the tool's default switching activity, not on a simulated workload.
