--- flow/config.mk ---
export PLATFORM = sky130hd
export DESIGN_NAME = signext
export DESIGN_NICKNAME = signext
export VERILOG_FILES = /design/flow/design.v
export SDC_FILE = /design/flow/constraint.sdc
export NUM_CORES = 4
export LEC_CHECK = 1
export CORE_AREA = 10 10 70 70
export DIE_AREA = 0 0 80 80
--- flow/constraint.sdc ---
current_design signext

set clk_period 3.0
set clk_io_pct 0.2

create_clock -name clk0 -period $clk_period

set non_clock_inputs [all_inputs -no_clocks]
set_input_delay [expr $clk_period * $clk_io_pct] -clock clk0 $non_clock_inputs
set_output_delay [expr $clk_period * $clk_io_pct] -clock clk0 [all_outputs]
--- flow/design.v ---
`timescale 1ns / 1ps
package fermi32_pkg;
  typedef enum logic [6:0] {
    OPCODE_R_TYPE       = 7'b0110011,
    OPCODE_I_TYPE_ALU   = 7'b0010011,
    OPCODE_I_TYPE_LOAD  = 7'b0000011,
    OPCODE_S_TYPE       = 7'b0100011,
    OPCODE_B_TYPE       = 7'b1100011,
    OPCODE_U_TYPE_LUI   = 7'b0110111,
    OPCODE_U_TYPE_AUIPC = 7'b0010111,
    OPCODE_J_TYPE       = 7'b1101111,
    OPCODE_J_TYPE_JALR  = 7'b1100111
  } opcode_t;
  typedef enum logic [1:0] {
    ALU_OP_LOAD_STORE = 2'b00,
    ALU_OP_BRANCHES   = 2'b01,
    ALU_OP_MATH       = 2'b10
  } alu_op_t;
  typedef enum logic [2:0] {
    F3_SUM_DIF = 3'b000,
    F3_SLL     = 3'b001,
    F3_SLT     = 3'b010,
    F3_SLTU    = 3'b011,
    F3_XOR     = 3'b100,
    F3_SRL_SRA = 3'b101,
    F3_OR      = 3'b110,
    F3_AND     = 3'b111
  } funct3_t;
  typedef enum logic [2:0] {
    F3_BEQ  = 3'b000,
    F3_BNE  = 3'b001,
    F3_BLT  = 3'b100,
    F3_BGE  = 3'b101,
    F3_BLTU = 3'b110,
    F3_BGEU = 3'b111
  } branch_funct3_t;
  typedef enum logic [2:0] {
    F3_WORD = 3'b010,
    F3_BYTE = 3'b000,
    F3_BYTE_U = 3'b100,
    F3_HALFWORD = 3'b001,
    F3_HALFWORD_U = 3'b101
  } load_store_funct3_t;
  typedef enum logic [6:0] {
    F7_SLL_SRL = 7'b0000000,
    F7_SRA = 7'b0100000
  } shifts_f7_t;
  typedef enum logic [6:0] {
    F7_ADD = 7'b0000000,
    F7_DIF = 7'b0100000
  } rtype_f7_t;
  typedef enum logic [3:0] {
    ALU_SUM  = 4'b0000,
    ALU_SUB  = 4'b0001,
    ALU_AND  = 4'b0010,
    ALU_OR   = 4'b0011,
    ALU_SLL  = 4'b0100,
    ALU_SLT  = 4'b0101,
    ALU_SRL  = 4'b0110,
    ALU_SLTU = 4'b0111,
    ALU_XOR  = 4'b1000,
    ALU_SRA  = 4'b1001
  } alu_control_t;
  typedef struct packed {
    logic [31:0] data;
    logic valid;
  } write_back_t;
endpackage
`timescale 1ns/1ps
module signext (
    input logic [24:0] raw_src,
    input logic [2:0]  imm_source,
    output logic [31:0] immediate
);
always_comb begin
    case (imm_source)
        3'b000 : immediate = {{20{raw_src[24]}}, raw_src[24:13]};
        3'b001 : immediate = {{20{raw_src[24]}}, raw_src[24:18],raw_src[4:0]};
        3'b010 : immediate = {{20{raw_src[24]}}, raw_src[0],raw_src[23:18], raw_src[4:1],1'b0};
        3'b011 : immediate = {{12{raw_src[24]}}, raw_src[12:5], raw_src[13],raw_src[23:14],1'b0};
        3'b100 : immediate = {raw_src[24:5],12'b000000000000};
        default: immediate = 32'd0;
    endcase
end
endmodule
--- flow/run.sh ---
#!/bin/bash
# OpenROAD 26Q1-2900-gdf79404cd8, Yosys 0.63+post, stock flow scripts
make -C /OpenROAD-flow-scripts/flow DESIGN_CONFIG=/design/flow/config.mk WORK_HOME=/design/flow/orfs finish
==> metrics.txt <==
# HELP chip_impl_metric Implementation results
# TYPE chip_impl_metric gauge
chip_impl_metric{name="area_of_the_die",unit="sq um"} 6400
chip_impl_metric{name="synthesis.area",unit="sq um"} 494.2
chip_impl_metric{name="postLayoutCellArea",unit="sq um"} 1182
chip_impl_metric{name="grt_pass1_wl",unit="mm"} 4.064
chip_impl_metric{name="total_power_draw",unit="uW"} 173.8
chip_impl_metric{name="timing.critical_path.required",unit="ns"} 2.40
chip_impl_metric{name="critical_path.max_fanout",unit=""} 6
chip_impl_metric{name="gpl.final_weighted_congestion",unit=""} 0.7321
chip_impl_metric{name="logic_area",unit="sq um"} 425.4
chip_impl_metric{name="synth.yosys.chip_area",unit="sq um"} 494.2
chip_impl_metric{name="fin_hold_ws",unit="ns"} 2.140
chip_impl_metric{name="dp_hpwl",unit="mm"} 2.221
chip_impl_metric{name="drt_first_iter_violations",unit=""} 21
chip_impl_info{name="setup_repair_after_global_routing_missed_its_margin",value="false"} 1
chip_impl_metric{name="floorplanUtilization",unit=""} 0.1447
chip_impl_info{name="status",value="finished clean"} 1
chip_impl_metric{name="first_pass_iters",unit=""} 4
chip_impl_metric{name="core_area",unit="sq um"} 3416
chip_impl_info{name="hold_path_class",value="primary input to output port"} 1
chip_impl_metric{name="final.setup.tns",unit="ns"} 0
chip_impl_info{name="critPathLaunchType",value="primary input"} 1
chip_impl_metric{name="detailed_place.area",unit="sq um"} 1162
chip_impl_metric{name="flop_area",unit="sq um"} 0
chip_impl_metric{name="irDropWorstVdd",unit="mV"} 0.05555
chip_impl_metric{name="first_global_vias",unit=""} 695
chip_impl_metric{name="drt_drc_violations_left",unit=""} 0
chip_impl_info{name="slowest_stage",value="clkdlybuf4s50_1"} 1
chip_impl_metric{name="yosysSeqAreaShare",unit=""} 0
chip_impl_metric{name="area_growth",unit="%"} 139.2
chip_impl_metric{name="die_width",unit="um"} 80
chip_impl_metric{name="die_height",unit="um"} 80
chip_impl_metric{name="timing.critical_path.arrival",unit="ns"} 2.26
chip_impl_metric{name="synth.avg_cell_area",unit="sq um"} 6.770
chip_impl_metric{name="placement_rows",unit=""} 21
chip_impl_metric{name="final_layout_size_suffix_gt1_frac",unit=""} 0.09701
chip_impl_metric{name="wl",unit="mm"} 2.583
chip_impl_metric{name="layout.core_utilization",unit=""} 0.3462
chip_impl_metric{name="yosys.area.top_type_share",unit=""} 0.1620
chip_impl_info{name="final_layout_top_logic_cell",value="clkdlybuf4s50_1"} 1
chip_impl_metric{name="yosysWarnings",unit=""} 1
chip_impl_metric{name="num_antenna_cells",unit=""} 0
chip_impl_metric{name="final_min_period_over_clock_period",unit=""} 0.9525
chip_impl_metric{name="fillerInstances",unit=""} 368
chip_impl_metric{name="total_number_of_sequential_cells",unit=""} 0
chip_impl_info{name="cp_cell_sequence",value="clkdlybuf4s50_1 > buf_4 > xor2_4 > mux2i_1 > nor2_1 > clkdlybuf4s50_1"} 1
chip_impl_metric{name="max_clock_freq",unit="MHz"} 349.9
chip_impl_metric{name="slew_headroom",unit=""} 0.8095
chip_impl_metric{name="drt-wirelength-per-cell",unit="um"} 14.35
chip_impl_metric{name="max_cap_viol_count",unit=""} 0
chip_impl_metric{name="final-hold-violation-count",unit=""} 0
chip_impl_metric{name="crit_buf_inv",unit=""} 3
chip_impl_metric{name="vias_per_cell",unit=""} 4.167
chip_impl_metric{name="finalMaxSlewViolations",unit=""} 0
chip_impl_info{name="cpMostUsedCell",value="clkdlybuf4s50_1"} 1
chip_impl_info{name="critPathCaptureType",value="output port"} 1
chip_impl_metric{name="layout.clock_buffers",unit=""} 0
chip_impl_metric{name="count_of_instances_resized_after_the_clock_tree_is_built",unit=""} 0
chip_impl_metric{name="vias",unit=""} 750
chip_impl_info{name="synth.largest_area_cell",value="a21oi_1"} 1
chip_impl_metric{name="ys_types",unit=""} 18
chip_impl_metric{name="cp_slowest_stage_delay",unit="ns"} 0.53
chip_impl_metric{name="openroad.warnings",unit=""} 32
chip_impl_metric{name="antenna_found_initial",unit=""} 0
chip_impl_metric{name="grt_start_max_net_pins",unit=""} 16
chip_impl_metric{name="power-per-cell-area",unit="nW/um^2"} 147.0
chip_impl_info{name="layout_top_cells_excl_fill_tap",value="clkdlybuf4s50_1 (60), a21oi_1 (16), a21o_1 (10), buf_4 (10), nor2b_1 (9)"} 1
chip_impl_info{name="critical_path.top_delay_family",value="buffers and inverters"} 1
chip_impl_metric{name="p_leak",unit="nW"} 0.4977
chip_impl_metric{name="worstMarginPinSlew",unit="ns"} 0.2857
chip_impl_metric{name="antenna_left",unit=""} 0
chip_impl_metric{name="synth-cells-yosys",unit=""} 73
chip_impl_metric{name="timing.final.setup_violations",unit=""} 0
chip_impl_metric{name="global_route.overflow_total",unit=""} 0
chip_impl_metric{name="syn-instance-count",unit=""} 73
chip_impl_metric{name="ioPinCount",unit=""} 60
chip_impl_metric{name="grt_util_all_layers",unit=""} 0.07858
chip_impl_info{name="critical_path_class",value="primary input to output port"} 1
chip_impl_metric{name="final.min_clock_period",unit="ns"} 2.858
chip_impl_metric{name="port_buffers",unit=""} 60
chip_impl_info{name="synth.area.top_cells",value="a21oi_1 (16%), a21o_1 (15%), mux2i_1 (12%)"} 1
-- per-layer routing --
metal / share of wire / track usage
met1: 0.41 / 0.1018
met5: 0 / 0
met4: 0 / 0
met2: 0.54 / 0.1380
met3: 0.057 / 0.01591
-- final timing paths --
kind                 startpoint      endpoint  slack (ns)  cells after the start
setup / recovery  imm_source[1]  immediate[3]        0.14                      6
hold / removal      raw_src[18]  immediate[5]        2.14                      3
-- cell families (layout without fill, tap and decap cells) --
group	Yosys count	count (layout)	share of synthesized area
XOR/XNOR	1	1	0.05570
buffers and inverters	11	72	0.1392
AND-OR/OR-AND	37	37	0.4582
multiplexers	6	6	0.1215
AND/OR/NAND/NOR	18	18	0.2253
-- area by class of cell --
cell class                      count  area share
Multi-Input combinational cell     62      0.3598
Timing Repair Buffer               71      0.5884
Tap cell                           46     0.04868
Inverter                            1    0.003175
-- where the power goes --
part	total, mW	internal (mW)	switching (mW)
logic	0.174	0.119	0.0548
registers	0	0	0
clock network	0	0	0
-- per-stage QoR --
step	instances	setup WS, ns
CTS	179	0.07258
finish	180	0.1424
global placement	179	0.1096
floorplan	73	1.191
detailed placement	179	0.09096
global route	180	0.02663
-- synth_stat cells --
master    count
a21o_1       10
buf_2         4
nor3_1        1
xor2_4        1
buf_4         2
a21oi_1      16
and2_1        2
o22ai_1       8
a211oi_1      1
o21ai_0       1
mux2i_1       6
buf_6         2
inv_1         1
nor2_1        5
clkbuf_1      2
nor3b_4       1
a31o_1        1
nor2b_1       9
-- what timing repair did --
action                     in CTS  in global routing
hold buffers                    0                  0
buffers inserted                0                  1
setup endpoints to repair       0                 10
Power and IR drop assume default switching activity.
