<file path="design/flow/design.v">
`timescale 1ns / 1ps
package fermi32_pkg;
  typedef enum logic [6:0] {
    OPCODE_R_TYPE       = 7'b0110011,
    OPCODE_I_TYPE_ALU   = 7'b0010011,
    OPCODE_I_TYPE_LOAD  = 7'b0000011,
    OPCODE_S_TYPE       = 7'b0100011,
    OPCODE_B_TYPE       = 7'b1100011,
    OPCODE_U_TYPE_LUI   = 7'b0110111,
    OPCODE_U_TYPE_AUIPC = 7'b0010111,
    OPCODE_J_TYPE       = 7'b1101111,
    OPCODE_J_TYPE_JALR  = 7'b1100111
  } opcode_t;
  typedef enum logic [1:0] {
    ALU_OP_LOAD_STORE = 2'b00,
    ALU_OP_BRANCHES   = 2'b01,
    ALU_OP_MATH       = 2'b10
  } alu_op_t;
  typedef enum logic [2:0] {
    F3_SUM_DIF = 3'b000,
    F3_SLL     = 3'b001,
    F3_SLT     = 3'b010,
    F3_SLTU    = 3'b011,
    F3_XOR     = 3'b100,
    F3_SRL_SRA = 3'b101,
    F3_OR      = 3'b110,
    F3_AND     = 3'b111
  } funct3_t;
  typedef enum logic [2:0] {
    F3_BEQ  = 3'b000,
    F3_BNE  = 3'b001,
    F3_BLT  = 3'b100,
    F3_BGE  = 3'b101,
    F3_BLTU = 3'b110,
    F3_BGEU = 3'b111
  } branch_funct3_t;
  typedef enum logic [2:0] {
    F3_WORD = 3'b010,
    F3_BYTE = 3'b000,
    F3_BYTE_U = 3'b100,
    F3_HALFWORD = 3'b001,
    F3_HALFWORD_U = 3'b101
  } load_store_funct3_t;
  typedef enum logic [6:0] {
    F7_SLL_SRL = 7'b0000000,
    F7_SRA = 7'b0100000
  } shifts_f7_t;
  typedef enum logic [6:0] {
    F7_ADD = 7'b0000000,
    F7_DIF = 7'b0100000
  } rtype_f7_t;
  typedef enum logic [3:0] {
    ALU_SUM  = 4'b0000,
    ALU_SUB  = 4'b0001,
    ALU_AND  = 4'b0010,
    ALU_OR   = 4'b0011,
    ALU_SLL  = 4'b0100,
    ALU_SLT  = 4'b0101,
    ALU_SRL  = 4'b0110,
    ALU_SLTU = 4'b0111,
    ALU_XOR  = 4'b1000,
    ALU_SRA  = 4'b1001
  } alu_control_t;
  typedef struct packed {
    logic [31:0] data;
    logic valid;
  } write_back_t;
endpackage
`timescale 1ns/1ps
module register_file(
  input write_enable, clk, rst_n,
  input [4:0] address1,
  input [4:0] address2,
  input [4:0] address3,
  input [31:0] write_data,
  output reg [31:0] read_data1,
  output reg [31:0] read_data2
);
  reg [31:0] registers[31:0];
  always@(posedge clk) begin
      if(rst_n == 1'b0) begin
          for(int i = 0; i<32; i++) begin
              registers[i] <= 32'b0;
          end
      end
      else if(write_enable == 1'b1 && address3 != 0) begin
          registers[address3] <= write_data;
      end
  end
  always@(*) begin
    read_data1 = (address1==1)? registers[address1]:0;
    read_data2 = (address2==1)? registers[address2]:0;
  end
endmodule
</file>
<file path="design/flow/run.sh">
#!/bin/bash
# OpenROAD 26Q1-2900-gdf79404cd8, Yosys 0.63+post, stock flow scripts
make -C /OpenROAD-flow-scripts/flow DESIGN_CONFIG=/design/flow/config.mk WORK_HOME=/design/flow/orfs finish
</file>
<file path="design/flow/config.mk">
export PLATFORM = sky130hd
export DESIGN_NAME = register_file
export DESIGN_NICKNAME = register_file
export VERILOG_FILES = /design/flow/design.v
export SDC_FILE = /design/flow/constraint.sdc
export NUM_CORES = 4
export LEC_CHECK = 1
export CORE_UTILIZATION = 30
</file>
<file path="design/flow/constraint.sdc">
current_design register_file

set clk_period 19.2
set clk_io_pct 0.2

create_clock -name clk0 -period $clk_period [get_ports {clk}]

set non_clock_inputs [all_inputs -no_clocks]
set_input_delay [expr $clk_period * $clk_io_pct] -clock clk0 $non_clock_inputs
set_output_delay [expr $clk_period * $clk_io_pct] -clock clk0 [all_outputs]
</file>
==> tab_implementation.tex <==
% Synthesis and place-and-route results
\begin{tabular}{lr}
\hline
Metric & Value \\
\hline
\multicolumn{2}{l}{\textbf{Power}} \\
\quad Switching portion of total power & 21.1\% \\
\quad Power per cell area & 70.6 nW/µm² \\
\quad Power spent charging and discharging nets & 76.4 µW \\
\quad Pint & 285 µW \\
\quad Max rail drop VDD & 0.0405 mV \\
\quad Clock share of power & 45.5\% \\
\quad Power share of the sequential group & 43.4\% \\
\quad Combinational cell fraction of total power & 11.1\% \\
\quad Lkg Pwr & 0.00179 µW \\
\multicolumn{2}{l}{\textbf{Setup path}} \\
\quad Arrival time of the worst setup path & 6.18 ns \\
\quad Required time at the endpoint of the critical path & 15.36 ns \\
\quad Worst setup EP type & output pin \\
\quad Critical Path Fanout Max & 23 \\
\quad Type of the worst setup path & in2out \\
\quad CP startpoint kind & input pin \\
\multicolumn{2}{l}{\textbf{Route}} \\
\quad DR vias/cell & 4.71 \\
\quad Wire length after detailed routing & 9.56 mm \\
\quad First-pass DRT Iterations & 4 \\
\quad Antenna-violating nets left & 0 \\
\quad Diodes inserted & 0 \\
\quad Post-detailed-route DRC marker count & 0 \\
\quad Total vias in the final route & 2739 \\
\quad Avg WL per Cell & 16.4 µm \\
\quad Drt initial violations & 95 \\
\multicolumn{2}{l}{\textbf{Yosys}} \\
\quad Number of synthesized flops with an enable pin & 61 \\
\quad Proportion of register bits with asynchronous set or reset after synthesis & 0\% \\
\quad Share of the synthesized area in the top cell type & 48.9\% \\
\quad Combined area of all synthesized cells & 3740 µm² \\
\quad Flip-flop and latch count after synthesis & 61 \\
\quad Top cell types by occurrence after synthesis & 61 x edfxtp\_1, 61 x nor3\_1, 59 x clkbuf\_1 \\
\quad Synthesis Warnings & 1 \\
\quad Cell types with the largest area share after synthesis & edfxtp\_1 49\%, mux2i\_1 13\%, nor3\_1 8.2\%, nor3b\_2 6.7\%, clkbuf\_1 5.9\% \\
\quad Post-synth seq share & 48.9\% \\
\quad Mean instance size in the synthesized netlist & 10.6 µm² \\
\quad Most used flip-flop cell & edfxtp\_1 \\
\quad Gate count of the mapped netlist & 354 \\
\quad Yosys cell count & 354 \\
\quad Unique masters post-synth & 18 \\
\quad Synthesized chip area reported by yosys & 3740 µm² \\
\quad Leading area contributor after synthesis & edfxtp\_1 \\
\multicolumn{2}{l}{\textbf{STA}} \\
\quad Minimum period implied by the final worst setup slack & 10.02 ns \\
\quad Number of max-slew violations in the final report & 0 \\
\quad Max transition margin & 38.5\% \\
\quad Worst slew pin tran & 0.920 ns \\
\quad RSZ-0062 raised after global routing & no \\
\quad Number of hold-slack violations in the final timing report & 0 \\
\quad Post-route setup TNS & 0 ns \\
\quad Final setup violating endpoints & 0 \\
\quad Tcrit/Tclk final & 52.2\% \\
\quad Max Clk Rate & 99.8 MHz \\
\multicolumn{2}{l}{\textbf{Clocking}} \\
\quad Hold\_buf cts & 0 \\
\quad H-tree level count & 3 \\
\quad Clock transition at the register clock pins on the worst setup and hold paths after CTS & 0.05 ns \\
\quad TritonCTS clock tree & built \\
\quad Largest buffer count on any clock path & 2 \\
\quad Setup fix buffers added after clock tree synthesis & 0 \\
\quad Number of cells upsized or downsized after cts & 0 \\
\quad Clock Root Buffer & clkbuf\_16 \\
\quad Sinks on Clock Net & 61 \\
\quad TritonCTS Buffers & 9 \\
\multicolumn{2}{l}{\textbf{GRT}} \\
\quad Largest net degree at the start of global routing & 64 \\
\quad Total GRT Usage & 16.0\% \\
\quad Initial antenna violation count & 0 \\
\quad Global routing met3 resource utilization & 5.31\% \\
\quad Met1 Track Usage GR & 20.7\% \\
\quad Grt met2 use & 27.1\% \\
\quad Wire length of the first global-routing pass & 15.2 mm \\
\quad Number of global-route vias before repair & 2794 \\
\quad Busiest layer in global routing & met2 \\
\quad Global route overflow & 0 \\
\multicolumn{2}{l}{\textbf{Finish}} \\
\quad Max FFs per register & 61 \\
\quad Fraction of layout cells with a size suffix above 1 & 11.8\% \\
\quad Signed area change from the synthesized netlist to the final layout & 36.9\% \\
\quad Largest register by flop count & registers \\
\quad Reg area & 1830 µm² \\
\quad Largest registers & registers (61) \\
\quad Comb. cell area & 1460 µm² \\
\quad Share of the core filled with cells & 42.5\% \\
\quad Number of inserted filler cells in the final layout & 1139 \\
\multicolumn{2}{l}{\textbf{Placement}} \\
\quad Count of port buffers added during placement & 113 \\
\quad Estimated wirelength of the detail-placed design & 6.12 mm \\
\quad Last weighted congestion value of the routability-driven placer & 0.781 \\
\multicolumn{2}{l}{\textbf{Die}} \\
\quad Die width & 114 µm \\
\quad Die Area & 12900 µm² \\
\quad Boundary Pins & 114 \\
\quad Row count & 40 \\
\quad Chip height & 114 µm \\
\quad Area of the placeable core & 12100 µm² \\
\quad Floorplan Utilization & 31.0\% \\
\multicolumn{2}{l}{\textbf{Job}} \\
\quad Max Cap Violations & 0 \\
\quad Number of warning messages in the logs & 25 \\
\multicolumn{2}{l}{\textbf{Run status}} \\
\quad Run status & completed \\
\multicolumn{2}{l}{\textbf{Worst hold path}} \\
\quad Path type of the worst min-delay path & in2reg \\
\hline
\end{tabular}
## critical path, stage by stage
cell and delay, ns:
buf_2 0.10, buf_4 0.27, or4_1 0.99, nor3b_1 0.44, clkdlybuf4s50_1 0.52
## cell families (layout without fill, tap and decap cells)
family	after synthesis	after routing	synth area share [%]
AND-OR/OR-AND	2	2	0.267
buffers and inverters	110	170	12.6
multiplexers	47	47	12.6
flip-flops	61	61	48.9
AND/OR/NAND/NOR	134	134	25.6
## power by group through the flow
stage	combinational [µW]	sequential [µW]	clock, µW
CTS	40.7	157	168
global route	43.9	158	174
finish	40.1	157	165
## cell type report
cell class                      count  share of cell area (%)
Clock buffer                        9                    4.39
Clock inverter                      6                    1.54
Inverter                           32                    2.34
Multi-Input combinational cell    183                    28.5
Sequential cell                    61                    35.7
Tap cell                          168                    4.10
Timing Repair Buffer              123                    23.3
## per-stage QoR
step | area, µm² | power, µW | std cells | hold slack (ns) | worst slack (ns)
2_1_floorplan | 3740 | 183 | 354 | 4.16 | 10.49
6_report | 5120 | 362 | 582 | 4.17 | 9.18
3_3_place_gp | 4820 | 200 | 567 | 4.50 | 9.15
4_1_cts | 5120 | 366 | 582 | 4.16 | 9.12
5_1_grt | 5120 | 375 | 582 | 4.17 | 9.02
3_5_place_dp | 4820 | 200 | 567 | 4.50 | 9.14
## path summary, 6_finish.rpt
check / cells after the start / to / start
max: 5 / read_data1[26] / address1[1]
min: 3 / registers[1][11] / write_data[11]
## layout by cell type, fill, tap and decap left out, drive strengths merged, types with 9 or more instances in the layout
cell	instances
nor3	61
edfxtp	61
clkdlybuf4s50	111
inv	32
mux2i	47
nor3b	47
and4	17
buf	12
clkbuf	9
## layer usage
metal  vias to the layer above  wire length, µm
met1                      1283             3760
met3                        15              741
met5                         -                0
li1                       1340                -
met2                       101             4860
met4                         0              192
No activity file was given, so power comes from the tool's default toggle rates.
